<file path="design/flow/run.sh">
#!/bin/bash
# OpenROAD 26Q1-2900-gdf79404cd8, Yosys 0.63+post, stock flow scripts
make -C /OpenROAD-flow-scripts/flow DESIGN_CONFIG=/design/flow/config.mk WORK_HOME=/design/flow/orfs finish
</file>
<file path="design/flow/config.mk">
export PLATFORM = sky130hd
export DESIGN_NAME = c_matrix_arbiter
export DESIGN_NICKNAME = c_matrix_arbiter
export VERILOG_FILES = /design/flow/design.v
export SDC_FILE = /design/flow/constraint.sdc
export NUM_CORES = 4
export LEC_CHECK = 1
export CORE_UTILIZATION = 40
</file>
<file path="design/flow/constraint.sdc">
current_design c_matrix_arbiter

set clk_period 4.6
set clk_io_pct 0.2

create_clock -name clk0 -period $clk_period [get_ports {clk}]

set non_clock_inputs [all_inputs -no_clocks]
set_input_delay [expr $clk_period * $clk_io_pct] -clock clk0 $non_clock_inputs
set_output_delay [expr $clk_period * $clk_io_pct] -clock clk0 [all_outputs]
</file>
<file path="design/flow/design.v">
module c_dff
  (clk, reset, active, d, q);
   parameter width = 32;
   parameter offset = 0;
   parameter reset_type = 0;
   parameter [offset:(offset+width)-1] reset_value = {width{1'b0}};
   input clk;
   input reset;
   input active;
   input [offset:(offset+width)-1] d;
   output [offset:(offset+width)-1] q;
   reg [offset:(offset+width)-1] q;
   generate
      case(reset_type)
	0:
	  always @(posedge clk, posedge reset)
	    if(reset)
	      q <= reset_value;
	    else if(active)
	      q <= d;
	1:
	  always @(posedge clk)
	    if(reset)
	      q <= reset_value;
	    else if(active)
	      q <= d;
      endcase 
   endgenerate
endmodule
module c_matrix_arbiter
  (clk, reset, active, req_pr, gnt_pr, gnt, update);
   parameter num_ports = 32;
   parameter num_priorities = 1;
   parameter reset_type = 0;
   input clk;
   input reset;
   input active;
   input [0:num_priorities*num_ports-1] req_pr;
   output [0:num_priorities*num_ports-1] gnt_pr;
   wire [0:num_priorities*num_ports-1] 	 gnt_pr;
   output [0:num_ports-1] 		 gnt;
   wire [0:num_ports-1] 		 gnt;
   input 				 update;
   wire [0:num_priorities*num_ports-1] 	 gnt_intm_pr;
   wire [0:num_ports*num_ports-1] 	 state;
   genvar 				 row;
   generate
      for(row = 0; row < num_ports; row = row + 1)
	begin:rows
	   genvar prio;
	   for(prio = 0; prio < num_priorities; prio = prio + 1)
	     begin:prios
		assign gnt_intm_pr[prio*num_ports+row] 
		  = req_pr[prio*num_ports+row] &
		    (&(state[row*num_ports:(row+1)*num_ports-1] | 
		       ~req_pr[prio*num_ports:(prio+1)*num_ports-1]));
	     end
	   genvar col;
	   for(col = 0; col < num_ports; col = col + 1)
	     begin:cols
		if(col < row)
		  assign state[row*num_ports+col] = ~state[col*num_ports+row];
		else if(col == row)
		  assign state[row*num_ports+col] = 1'b1;
		else if(col > row)
		  begin
		     wire state_s, state_q;
		     assign state_s = update ? 
				      ((state_q | gnt[col]) & ~gnt[row]) : 
				      state_q;
		     c_dff
		       #(.width(1),
			 .reset_type(reset_type),
			 .reset_value(1'b1))
		     stateq
		       (.clk(clk),
			.reset(reset),
			.active(active),
			.d(state_s),
			.q(state_q));
		     assign state[row*num_ports+col] = state_q;
		  end
	     end
	end
      if(num_priorities == 1)
	begin
	   assign gnt_pr = gnt_intm_pr;
	   assign gnt = gnt_intm_pr;
	end
      else if(num_priorities > 1)
	begin
	   wire [0:num_priorities-1] 	any_req_pr;
	   c_reduce_bits
	     #(.num_ports(num_priorities),
	       .width(num_ports),
	       .op(2))
	   any_req_pr_rb
	     (.data_in(req_pr),
	      .data_out(any_req_pr));
	   wire [0:num_priorities-1] 	any_req_mod_pr;
	   assign any_req_mod_pr = {any_req_pr[0:num_priorities-2], 1'b1};
	   wire [0:num_priorities-1] 	sel_pr;
	   c_lod
	     #(.width(num_priorities))
	   sel_pr_lod
	     (.data_in(any_req_mod_pr),
	      .data_out(sel_pr));
	   c_gate_bits
	     #(.num_ports(num_priorities),
	       .width(num_ports),
	       .op(0))
	   gnt_pr_gb
	     (.select(sel_pr),
	      .data_in(gnt_intm_pr),
	      .data_out(gnt_pr));
	   c_select_1ofn
	     #(.num_ports(num_priorities),
	       .width(num_ports))
	   gnt_sel
	     (.select(sel_pr),
	      .data_in(gnt_intm_pr),
	      .data_out(gnt));
	end
   endgenerate
endmodule
</file>
==> README.md <==
| Item | Value |
| --- | --- |
| Antenna violations before repair | 6 |
| CP Launch Point | req_pr[14] |
| Final Cycle Share | 1.007 |
| Synthesis Warnings | 1 |
| Synth Seq Share | 0.5195 |
| Post-detailed-placement cell area | 27710 µm² |
| CP Capture Type | output port |
| CTS tree | yes |
| Highest fanout seen on the critical path | 21 |
| Setup repair after global routing missed its margin | no |
| Path class of the lowest-slack min-delay path | flop to flop |
| Clock Latency Late Sink | 0.65 ns |
| Kind of launch point of the worst setup path | input pin |
| Chip area | 63720 µm² |
| Core Region | 61830 µm² |
| Async set-or-reset flop fraction in the synthesized netlist | 1.000 |
| Ports | 100 |
| Final cell area excluding filler cells | 29700 µm² |
| Number of flip-flops under the largest register name | 496 |
| Dominant comb cell | AND-OR/OR-AND gates |
| First-pass GRT wire length | 191800 µm |
| Cell Rows | 91 |
| Placer's final routability congestion estimate | 1.077 |
| Drt initial violations | 2027 |
| Area growth from synthesis to layout | 18.41% |
| Number of synthesized register bits | 496 |
| Leakage Power | 12.10 nW |
| Maximum resistive drop on vdd | 0.3250 mV |
| Die width | 252.4 µm |
| Run status | complete, but fails checks |
| Post-layout min period | 4.633 ns |
| GR Util All Layers | 0.4715 |
| Vias per inst | 6.589 |
| Chip Height | 252.4 µm |
| DRC Markers | 0 |
| Slew @ Worst Pin | 0.9458 ns |
| Clock Root Buffer | sky130_fd_sc_hd__clkbuf_16 |
| Req. time, crit path | 3.68 ns |
| Count of TritonRoute iterations in the first routing pass | 6 |
| Adder-cell share of the synthesized area | 0 |
| Post-synthesis mux area share | 0 |
| Distinct cell type count after synthesis | 47 |
| Slew Limit Fails | 0 |
| Setup slack after layout | -0.03349 ns |
| Depth of the most critical reg-to-reg path | 6 |
| Number of warnings in the stage logs | 29 |
| Layout cells sized above 1 | 0.3386 |
| Number of hold-slack violations in the final timing report | 0 |
| Number of H-tree levels | 2 |
| Number of flops mapped to enable cells by yosys | 0 |
| End point of the critical path | gnt_pr[6] |
| Slew HR | 0.3695 |
| XOR/XNOR Fraction of Synth Area | 0 |
| Sum of overflow across all layers after global routing | 0 |
| Synth Flop Type | sky130_fd_sc_hd__dfstp_2 |
| Worst setup slack for register-to-register paths | 1.84 ns |
| Registers with the most flip-flops | rows.cols.genblk1.genblk1.genblk1.stateq.q x496 |
| Starting density of the core | 0.4057 |
| Final antenna-violating net count | 0 |
| Largest reg by FF count | rows.cols.genblk1.genblk1.genblk1.stateq.q |
| Pin count of the biggest net entering global routing | 113 |
| Cell count after synthesis | 2334 |
| Maximum buffer depth of the clock tree | 3 |
| Total power of the final layout | 14.78 mW |
| Total of endpoints with negative setup slack in the final report | 2 |
| Register clock-pin slew on the reported worst setup and hold paths | 0.06 ns |
| Number of setup buffers added after CTS | 0 |
| Number of standard cells reported by yosys | 2334 |
| DR WL/cell | 42.08 µm |
| Yosys aoi share | 0.2746 |
| Highest clock frequency the design can meet | 215.8 MHz |
| Post-CTS Hold Buffers | 0 |
| Number of inserted filler cells in the final layout | 5623 |
| Pwr per Cell Area | 497.6 nW/µm² |
| Setup skew after layout | 0.02918 ns |
| Inserted Clock Buffers | 57 |
| Kind of critical path | input pin to output port |
| Arrival time of data at the critical path endpoint | 3.71 ns |
| Max-capacitance violation count | 0 |
| Number of port buffers | 99 |
| Number of global-route vias before repair | 22234 |
| Area reported by Yosys stat | 25090 µm² |
| Via count of the routed design | 22105 |
| Netlist area before placement | 25090 µm² |
| Final wirelength | 141200 µm |
| HPWL after DPL | 102900 µm |
| Violated checks | setup timing |
| Final-layout worst hold slack | 0.4631 ns |
| Sink Count | 496 |
| Post-synthesis simple-gate area fraction | 0.1324 |
| Post-Syn Area per Cell | 10.75 µm² |
## through the flow
| stage | TNS [ns] | std cells | util | setup slack (ns) |
|---|---|---|---|---|
| CTS | 0 | 3353 | 0.4795 | 0.002141 |
| finish | -0.05775 | 3355 | 0.4805 | -0.03349 |
| detailed placement | -0.05332 | 3253 | 0.4482 | -0.01018 |
| floorplan | -439.41 | 2334 | - | -0.8859 |
| global placement | -0.4122 | 3253 | 0.4482 | -0.09652 |
| global route | 0 | 3353 | 0.4804 | 0.005923 |
## report_power, final
group          leakage (nW)  internal (mW)  switching (mW)  total [mW]
Clock                 0.936           2.76            1.96        4.72
Combinational          6.01           1.35            1.60        2.95
Sequential             5.16           5.84            1.27        7.11
Total                  12.1           9.95            4.83        14.8
## logic make-up (layout without fill, tap and decap cells)
family	Yosys count	count (layout)
AOI/OAI and AO/OA	873	873
buffers and inverters	357	539
DFF	496	496
other	0	2
and+or+nand+nor	608	608
## cells in the mapped netlist, drive strengths merged, types with 3 or more instances
library cell / count / area (µm²)
o21a: 335 / 2515
nand2: 188 / 705.7
nand2b: 248 / 1554
dfstp: 496 / 13030
o22ai: 9 / 56.30
buf: 178 / 1165
o221ai: 20 / 175.2
nand3: 18 / 90.09
a2bb2oi: 55 / 538.0
inv: 122 / 457.9
o2111ai: 115 / 1007
nor3: 11 / 60.06
o211ai: 53 / 397.9
a2111oi: 4 / 43.79
nor4: 47 / 300.3
nand4: 28 / 175.2
a221oi: 11 / 96.34
and3: 18 / 112.6
and4: 7 / 61.31
o21ai: 7 / 35.03
nor2: 10 / 37.54
a22o: 16 / 140.1
or4: 4 / 30.03
a21boi: 113 / 859.6
and2: 24 / 150.1
clkbuf: 55 / 206.5
a221o: 3 / 30.03
a22oi: 131 / 983.4
## per-layer routing
metal  track usage  vias up  share of wire
li1              -     8755              -
met1        0.6124    11448           0.37
met2        0.6434     1537           0.41
met3        0.2725      355           0.15
met4        0.2201       10          0.063
met5      0.005405        -        0.00072
## placed cells by master, fill, tap and decap left out, drive strengths merged, types with 20 or more instances in the layout
cell           synthesis  final
nor4                  47     47
dfstp                496    496
a2bb2oi               55     55
and2                  24     24
nand4                 28     28
clkbuf                55     82
o211ai                53     53
o221ai                20     20
buf                  178    224
nand2                188    188
o21a                 335    335
o2111ai              115    115
inv                  122    123
a22oi                131    131
clkdlybuf4s50          0     91
a21boi               113    113
nand2b               248    248
## worst min path at each step
| stage | startpoint | end | slack, ns | cells past startpoint |
|---|---|---|---|---|
| 5_1_grt | flop | flop | 0.48 | 2 |
| 6_report | flop | flop | 0.46 | 2 |
| 4_1_cts | flop | flop | 0.47 | 2 |
## timing repair
| item | 4_1_cts | 5_1_grt |
|---|---|---|
| gates cloned | 0 | 0 |
| setup endpoints to repair | 12 | 17 |
| gates resized | 6 | 9 |
## worst max-delay path, cell delays in order
cell,delay (ns)
sky130_fd_sc_hd__clkdlybuf4s50_1,0.45
sky130_fd_sc_hd__buf_12,0.19
sky130_fd_sc_hd__inv_1,0.28
sky130_fd_sc_hd__buf_4,0.28
sky130_fd_sc_hd__o2111ai_1,0.28
sky130_fd_sc_hd__nor4_1,0.49
sky130_fd_sc_hd__buf_4,0.21
sky130_fd_sc_hd__and2_1,0.14
sky130_fd_sc_hd__clkdlybuf4s50_1,0.47
## layout make-up
type / count / area, µm² / share of cell area
repair buffers: 315 / 2935 / 0.09882
clock inverters: 18 / 250.2 / 0.008424
well taps: 837 / 1047 / 0.03526
flip-flops and latches: 496 / 13030 / 0.4387
multi-input cells: 1481 / 10310 / 0.3470
clock buffers: 82 / 1650 / 0.05556
inverters: 124 / 475.5 / 0.01601
diodes: 2 / 5.005 / 0.0001685
Power is estimated from default activity; no workload was simulated.
